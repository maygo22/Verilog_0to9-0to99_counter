`design.v`:
```
`timescale 1ns / 1ps
module clk_fast(clk, rst, clk_out);  
    input clk, rst;
    output reg clk_out;
    integer cnt;
    always@(posedge clk or posedge rst)
    begin
        if(rst) cnt <=0;
        else if(cnt==10000)
        cnt<=0;
        else
        cnt<=cnt+1;
      end  
    always @ (posedge(clk) or posedge rst)
    begin
        if (rst) clk_out <= 0;
        else if(cnt<=5000)clk_out<=1'b1;
        else clk_out<=1'b0;
    end    
endmodule
module clk_slow(clk, rst, clk_out);  
    input clk, rst;
    output reg clk_out;
    integer cnt;
    always@(posedge clk or posedge rst)
    begin
        if(rst) cnt <=0;
        else if(cnt==10000000)
        cnt<=0;
        else
        cnt<=cnt+1;
      end  
    always @ (posedge(clk) or posedge rst)
    begin
        if (rst) clk_out <= 0;
        else if(cnt<=5000000)clk_out<=1'b1;
        else clk_out<=1'b0;
    end    
endmodule
module and_gate(x, y, f);  
    input x, y;
    output f;
    assign f = x & y;
endmodule 
module dff(clk, rst, D, Q);  
    input clk, rst, D;
    output reg Q;
    always @(posedge (clk) or posedge rst) begin
        if (rst) Q <= 1'b0;
        else Q <= D;
    end     
endmodule
module d_bounce(clk, rst, D, d_bnc);  
    input clk, rst, D;
    output d_bnc;
    wire [2:0] Q;
    wire clk_div, l;
    clk_slow u1(clk, rst, clk_div);
    dff d1(clk_div, rst, D, Q[0]);
    dff d2(clk_div, rst, Q[0], Q[1]);
    dff d3(clk_div, rst, Q[1], Q[2]);
    and_gate and1(Q[0], Q[1], l);
    and_gate and2(Q[2], l, d_bnc);
endmodule
module cntr_0_9(clk, rst, bcd1, bcd2);  
    input clk, rst;
    output reg[3:0] bcd1, bcd2;
    reg r9;
    integer cntr1, cntr2;
    always @(posedge clk or posedge rst) begin  
        if(rst) begin 
                cntr1 <=0;
                r9<=0;
                end
        else if(cntr1==9) begin
                cntr1<=0;
                r9<=1;
                end
        else begin
        cntr1<=cntr1+1;
        r9<=0;
        end
    end
    always @(posedge rst or posedge r9) begin  
        if(rst)
        cntr2<=0;
        else if(r9==1 & cntr2!=9)begin
        cntr2<=cntr2+1;
        end
        else if(cntr2==9 & r9==1)begin
            cntr2<=0;
        end
    end
    always @(cntr1) begin  
        case(cntr1)
          1      : bcd1 = {4'b0001};
          2      : bcd1 = {4'b0010};
          3      : bcd1 = {4'b0011};
          4      : bcd1 = {4'b0100};
          5      : bcd1 = {4'b0101};
          6      : bcd1 = {4'b0110};
          7      : bcd1 = {4'b0111};
          8      : bcd1 = {4'b1000};
          9      : bcd1 = {4'b1001};
          default: bcd1 = {4'b0000};
       endcase
    end      
    always @(cntr2) begin 
        case(cntr2)
          1      : bcd2 = {4'b0001};
          2      : bcd2 = {4'b0010};
          3      : bcd2 = {4'b0011};
          4      : bcd2 = {4'b0100};
          5      : bcd2 = {4'b0101};
          6      : bcd2 = {4'b0110};
          7      : bcd2 = {4'b0111};
          8      : bcd2 = {4'b1000};
          9      : bcd2 = {4'b1001};
          default: bcd2 = {4'b0000};
       endcase
    end            
endmodule 
module bcd_to_7seg(bcd_in, Y);  
    input [3:0] bcd_in;
    output reg [7:0] Y;
     always @(bcd_in) 
        case({bcd_in})
            4'b0001 : Y = {8'b01100000};
            4'b0010 : Y = {8'b11011010};
            4'b0011 : Y = {8'b11110010};
            4'b0100 : Y = {8'b01100110};
            4'b0101 : Y = {8'b10110110};
            4'b0110 : Y = {8'b10111110};
            4'b0111 : Y = {8'b11100000};
            4'b1000 : Y = {8'b11111110};
            4'b1001 : Y = {8'b11110110};
            4'b1010 : Y = {8'b11101110};
            4'b1011 : Y = {8'b00111110};
            4'b1100 : Y = {8'b10011100};
            4'b1101 : Y = {8'b01111010};
            4'b1110 : Y = {8'b10011110};
            4'b1111 : Y = {8'b10001110};
            default: Y = {8'b11111100};
        endcase
endmodule
```
`run.sh`:
```
#!/bin/bash
# OpenROAD 26Q1-2900-gdf79404cd8, Yosys 0.63+post, stock flow scripts
make -C /OpenROAD-flow-scripts/flow DESIGN_CONFIG=/design/flow/config.mk WORK_HOME=/design/flow/orfs finish
```
`config.mk`:
```
export PLATFORM = sky130hd
export DESIGN_NAME = d_bounce
export DESIGN_NICKNAME = d_bounce
export VERILOG_FILES = /design/flow/design.v
export SDC_FILE = /design/flow/constraint.sdc
export NUM_CORES = 4
export LEC_CHECK = 1
export CORE_AREA = 10 10 111 111
export DIE_AREA = 0 0 121 121
```
`constraint.sdc`:
```
current_design d_bounce

set clk_period 4.5
set clk_io_pct 0.2

create_clock -name clk0 -period $clk_period [get_ports {clk}]

set non_clock_inputs [all_inputs -no_clocks]
set_input_delay [expr $clk_period * $clk_io_pct] -clock clk0 $non_clock_inputs
set_output_delay [expr $clk_period * $clk_io_pct] -clock clk0 [all_outputs]
```
==> impl_metrics.yaml <==
# generated from flow reports
detailed_routing:
  ant_nets: 0
  route.final.wire_length_um: 3230
  avgRoutedWirePerCell_um: 10.4
  drt_first_iter_violations: 85
  drt-vias-per-instance: 4.10
  routed-via-count: 1275
  dr.pass1.iters: 4
  n_antenna_cell: 0
  drcViolationCount: 0
synth:
  compound_area_share_pct: 5.21
  synth.cell_area_sq_mm: 0.00180
  yosys-stat-cells: 171
  synthesis.area_per_instance_sq_um: 10.5
  synth.logic.top_family: "simple AND/OR/NAND/NOR gates"
  xor_area_share_pct: 13.1
  synth.yosys.seq_area_share_pct: 50.0
  ys_seq_elements: 36
  postSynthCellCount: 171
  yosys.cell_types.count: 33
  yosys-mux-area-fraction_pct: 0
  yosysWarningCount: 2
  synthAdderAreaFrac_pct: 1.39
  yosys.area_share.simple_pct: 27.0
  yosys_area_sq_mm: 0.00180
cells_and_area:
  final-seq-area_sq_um: 901
  number_of_fill_cells_in_the_layout: 1062
  layout.cell_area.non_filler_sq_mm: 0.00207
  post_route_cells_drive_above_1_share_pct: 8.99
  area_used_by_multi_input_combinational_logic_sq_um: 842
  flow.area_growth_from_synthesis_pct: 15.0
worst_setup_path:
  r2r-end: "u1.cnt[9]"
  critical_path_capture_point_type: "register"
  setup.reg_to_reg.worst_slack_ns: 2.37
  worstPathArrival_ns: 2.31
  timing.critical_path.from_type: "register"
  timing.reg2reg.worst_path_depth: 5
  critical_path_peak_fanout: 7
  worst_path_required_time_ns: 4.67
  r2r-start: "u1.cnt[24]"
  setup.worst_path.class: "reg2reg"
clocking:
  tritoncts_clock_tree: "yes"
  numCtsBuffers: 5
  postCtsHoldBufs: 0
  post_cts.repair.setup_buffers: 0
  cts_max_path_buffers: 2
  post_cts_resized: 0
  cts_root_buffer: "sky130_fd_sc_hd__clkbuf_8"
  insertion_delay_ns: 0.28
  clock_tree.htree_level_count: 2
  path_clk_slew_ns: 0.06
sta:
  worstMarginPinSlew_ns: 0.706
  finalHoldViolations: 0
  finalCriticalPeriod_ns: 2.13
  slew_viol_final: 0
  final_min_period_over_clock_period_pct: 47.4
  setup_repair_after_global_routing_missed_its_margin: "no"
  count_of_unclocked_register_or_latch_pins: 3
  max_slew_margin_pct: 52.5
  fin_tns_setup_ns: 0
  post-route-worst-setup-slack_ns: 2.37
  max_freq_mhz: 469
  unconstrained_endpoints: 4
  fin_hold_ws_ns: 0.496
  count_of_endpoints_failing_setup_in_the_final_report: 0
  clock-skew-final_ns: 0.00226
hold_path:
  timing.hold.worst.start: "u1.cnt[17]"
  hold_path_sink: "u1.cnt[17]"
  min_path_type: "reg2reg"
  timing.hold.worst_path_depth: 1
die:
  fp_util_pct: 18.3
  die_y_um: 121
  num_rows: 36
  core_sq_mm: 0.00986
  chipArea_sq_mm: 0.0146
  die_x_um: 121
  boundary_pin_count: 4
power:
  swShare_pct: 20.2
  power.share.combinational_pct: 1.6
  totalPowerFinal_uw: 526
  power_switching_uw: 106
  irDropWorstVdd_v: 0.000142
  cellLeakagePower_uw: 0.000831
  cell_internal_pwr_uw: 420
  seq_power_share_pct: 56.4
  cellPowerDensity_mw_per_mm2: 254
  p_clk_share_pct: 42.0
placed_design:
  detailedPlace.worstSlack_ns: 2.37
  placed_area_sq_mm: 0.00198
  hpwlAfterDp_um: 2290
  globalplace.congestion: 0.835
  io_buffers: 3
grt:
  first_global_vias: 1244
  grt.overflow.total: 0
  grt_antenna_before_repair: 0
  grt_start_max_net_pins: 37
  grt_util_all_layers_pct: 4.74
  grt_pass1_wl_um: 5960
run:
  drv.max_cap_violation_count: 0
  stage_log_warnings: 26
status:
  run_status: "finished, final reports clean"
cells in the mapped netlist (all sizes together):
library cell	count	area, sq um
dfrtp	36	901
xnor2	22	193
nand4	13	96.3
nor2	13	48.8
nand3	12	60.1
nand2	11	41.3
nor4	9	77.6
and3	7	43.8
inv	6	22.5
xor2	5	43.8
a21oi	4	20.0
and4	4	35.0
buf	4	25.0
a211o	2	17.5
a31o	2	17.5
and2	2	12.5
clkbuf	2	10.0
ha	2	25.0
nand3b	2	15.0
nor2b	2	12.5
nor3	2	10.0
nor4b	2	17.5
a211oi	1	7.51
a21bo	1	10.0
a21o	1	7.51
nor3b	1	7.51
o2111ai	1	8.76
o21ai	1	5.00
or3b	1	8.76
power groups by stage:
stage | clock network, uW | registers (uW) | logic, uW
final | 221 | 297 | 8.27
after global routing | 243 | 296 | 9.98
after CTS | 227 | 297 | 8.99
critical path, cell delays in order (launching register included):
cell and delay [ns]:
sky130_fd_sc_hd__dfrtp_1 0.42, sky130_fd_sc_hd__nor4_1 0.44, sky130_fd_sc_hd__nand4_1 0.18, sky130_fd_sc_hd__nor4_1 0.66, sky130_fd_sc_hd__buf_4 0.27, sky130_fd_sc_hd__nor2_1 0.06
worst max path at each step:
stage	from	endpoint	cells past startpoint
final	u1.cnt[24]	u1.cnt[9]	5
after CTS	u1.cnt[24]	u1.cnt[9]	5
after global routing	u1.cnt[24]	u1.cnt[15]	5
metrics by stage:
| step | cells | utilization [%] |
|---|---|---|
| floorplan | 171 | - |
| global placement | 304 | 20.1 |
| detailed placement | 304 | 20.1 |
| CTS | 311 | 21.0 |
| global route | 311 | 21.0 |
| finish | 311 | 21.0 |
cells in the final DEF, fill, tap and decap left out, types with 6 or more instances in the layout:
cell,Yosys,layout
sky130_fd_sc_hd__and3_1,7,7
sky130_fd_sc_hd__clkbuf_8,0,6
sky130_fd_sc_hd__dfrtp_1,36,36
sky130_fd_sc_hd__inv_1,6,6
sky130_fd_sc_hd__nand2_1,11,11
sky130_fd_sc_hd__nand3_1,12,12
sky130_fd_sc_hd__nand4_1,12,12
sky130_fd_sc_hd__nor2_1,13,13
sky130_fd_sc_hd__nor4_1,7,7
sky130_fd_sc_hd__xnor2_1,22,22
layer usage:
metal  routed length (um)  GRT usage, %  part of all wire [%]
met1                 1740          7.49                    54
met2                 1320          6.50                    41
met3                  124          1.04                   3.8
met4                   47         0.754                   1.5
met5                    0             0                     0
state kept, by name, indices dropped and copies added (netlist names):
register	count
u1.clk_out	1
d2.Q	1
d1.Q	1
u1.cnt	32
d3.Q	1
cell type report:
cell class	count	area share, %
flip-flops and latches	36	43.5
multi-input cells	123	40.7
well taps	133	8.04
clock buffers	7	4.17
repair buffers	6	2.54
inverters	6	1.09
cells by family after synthesis:
family	count (synthesis)
AND/OR/NAND/NOR	81
flip-flops	36
XOR/XNOR	27
AND-OR/OR-AND	13
buffers and inverters	12
adder cells (fa/ha/maj)	2
Power and IR drop assume default switching activity.
